<file path="/design/flow/design.v">
`timescale 1ns / 1ps
module  counter #(parameter W=4) (
    input logic clk, rst, enb,
    output logic [W-1:0] q
    );
    always_ff @(posedge clk)
        if (rst)      q <= '0;
        else if (enb) q <= q + 1;
endmodule: counter
`timescale 1ns / 1ps
module dec_3_8_n(
    input logic [2:0] a,
    output logic [7:0] y_n
    );
    logic [7:0] y;
    always_comb begin
        case (a)
            3'd0: y = 8'b00000001;
            3'd1: y = 8'b00000010;
            3'd2: y = 8'b00000100;
            3'd3: y = 8'b00001000;
            3'd4: y = 8'b00010000;
            3'd5: y = 8'b00100000;
            3'd6: y = 8'b01000000;
            3'd7: y = 8'b10000000;
            default: y = 4'b00000000;
        endcase
        y_n = ~y;
    end
endmodule: dec_3_8_n
`timescale 1ns / 1ps
module mux8 #(parameter W=7)
	         (input logic [W-1:0] d0, d1, d2, d3, d4, d5, d6, d7,
	          input logic [2:0] sel,
	          output logic [W-1:0] y);
   always_comb
     case (sel)
       3'd0 : y = d0;
       3'd1 : y = d1;
       3'd2 : y = d2;
       3'd3 : y = d3;
       3'd4 : y = d4;
       3'd5 : y = d5;
       3'd6 : y = d6;
       3'd7 : y = d7;
       default : y = '0;
      endcase  
endmodule: mux8
`timescale 1ns / 1ps
module period_enb(input logic clk, rst, clr, output logic enb_out);
    parameter PERIOD_MS = 1;    
    parameter PERIOD_US = PERIOD_MS * 1000;
    parameter PERIOD_NS = PERIOD_US * 1000;
    parameter CLKFREQ_MHZ = 100;   
    localparam CLKPD_NS = 1000 / CLKFREQ_MHZ;
    localparam PERIOD_COUNT_LIMIT = PERIOD_NS / CLKPD_NS;
    localparam PERIOD_COUNT_BITS = $clog2(PERIOD_COUNT_LIMIT);
    logic [PERIOD_COUNT_BITS-1:0] q;
    assign enb_out = (q == PERIOD_COUNT_LIMIT - 1);
    always_ff @(posedge clk)
        if (rst || clr || enb_out) q <= 0;
        else                       q <=  q + 1;
endmodule: period_enb
module seven_seg_n(
		 input logic [6:0]  data,
		 output logic [6:0] segs_n ,
		 output logic dp_n  
		 );
 always_comb
 begin
    segs_n = 7'b1111111;
    dp_n = 1'b1;
    if (data[6]) begin
        segs_n = 7'b1111111;
        dp_n = 1'b1;
    end
    else begin
     dp_n = !data[5];
     if (data[4]) begin
        segs_n = 7'b0111111;
     end
     else
       case (data [3:0])      
       4'd0: segs_n = 7'b1000000;
       4'd1: segs_n = 7'b1111001;
       4'd2: segs_n = 7'b0100100;
       4'd3: segs_n = 7'b0110000;
       4'd4: segs_n = 7'b0011001;
       4'd5: segs_n = 7'b0010010;
       4'd6: segs_n = 7'b0000010;
       4'd7: segs_n = 7'b1111000;
       4'd8: segs_n = 7'b0000000;
       4'd9: segs_n = 7'b0010000;
       4'd10: segs_n = 7'b0001000;
       4'd11: segs_n = 7'b0001100;
       4'd12: segs_n = 7'b1000110;  
       4'd15: segs_n = 7'b0001110;  
       default:  segs_n = 7'b1111111;
        endcase
  end
end
endmodule: seven_seg_n
`timescale 1ns / 1ps
module sevenseg_ctl( input logic [6:0] d0, d1, d2, d3, d4, d5, d6, d7, input logic clk, rst, 
output logic [7:0] an_n,output logic [6:0] segs_n, output logic dp_n);
logic enb_out;
logic [2:0] q;
logic [6:0] muxd;
period_enb U_period (.clk(clk), .rst(rst), .clr(clr), .enb_out(enb_out));
counter U_count (.enb(enb_out), .rst(rst), .clk(clk), .q(q));
dec_3_8_n U_dec (.a(q), .y_n(an_n));
mux8 U_mux (.sel(q), .d0, .d1, .d2, .d3, .d4, .d5, .d6, .d7, .y(muxd));
seven_seg_n U_sevenseg (.data(muxd), .segs_n, .dp_n);
endmodule
</file>
<file path="/design/flow/run.sh">
#!/bin/bash
# OpenROAD 26Q1-2900-gdf79404cd8, Yosys 0.63+post, stock flow scripts
make -C /OpenROAD-flow-scripts/flow DESIGN_CONFIG=/design/flow/config.mk WORK_HOME=/design/flow/orfs finish
</file>
<file path="/design/flow/config.mk">
export PLATFORM = sky130hd
export DESIGN_NAME = sevenseg_ctl
export DESIGN_NICKNAME = sevenseg_ctl
export VERILOG_FILES = /design/flow/design.v
export SDC_FILE = /design/flow/constraint.sdc
export NUM_CORES = 4
export LEC_CHECK = 1
export CORE_AREA = 10 10 70 70
export DIE_AREA = 0 0 80 80
</file>
<file path="/design/flow/constraint.sdc">
current_design sevenseg_ctl

set clk_period 1.3
set clk_io_pct 0.2

create_clock -name clk0 -period $clk_period [get_ports {clk}]

set non_clock_inputs [all_inputs -no_clocks]
set_input_delay [expr $clk_period * $clk_io_pct] -clock clk0 $non_clock_inputs
set_output_delay [expr $clk_period * $clk_io_pct] -clock clk0 [all_outputs]
</file>
==> CHANGELOG.md <==
### Metrics

* Status: finished, violations left
* Failing checks: setup timing
* Placement Setup Slack at -1110 ps
* YS chip area at 347 um2
* Max VDD drop at 48.5 uV
* Count leader, synth: buf_4
* Die area at approximately 6400 um2
* Ys Warns at 8
* Layout Utilization at 21.4%
* Max_cap viols at 0
* Post-synth top cells: 8 x buf_4, 6 x ha_1, 4 x mux2i_1
* Initial DRC count at 22
* First-pass GRT wire length at 1830 um
* Synth unique cells at 20
* Via Count at 396
* # diodes at 0
* Filler Cells Inserted at 365
* Finished Layout Cells at roughly 120
* Synth Seq Share at 0%
* Via density at 3.27
* Final wirelength at between 1000 and 1500 um
* Final Cycle Share at 125%
* Post-synthesis cell area at 347 um2
* CTS hold repair buffers at 0
* Yosys cell count at 46
* Total gr overflow at 0
* Top cells, area: ha_1 22%, buf_4 17%, mux2i_1 12%, mux4_2 6.5%, o21ai_0 4.3%
* Power per cell area at about 280 nW/um2
* Worst hold path type: primary input to primary output
* Pre-Place Util at 10.1%
* Final count of hold timing violations at 0
* Placed cells at 115
* WHS at 900 ps
* OpenROAD warning count at 86
* Startpoint Class: primary input
* Post-DP HPWL at 901 um
* Die width at 80 um
* Final min period at between 1500 and 2000 ps
* FF+latch count at 0
* DRT antenna net count at 0
* Crit-path max FO at 3
* Sequential cell area at 0 um2
* Setup Total Neg Slack at -1340 ps
* Vias in the first global route at 406
* # clk buffers at 0
* Placer Congestion at slightly below 0.8
* Setup violations, final at 7
* Final Max Tran Viols at 0
* Cell row count at 21
* Core ar. at ~3400 um2
* Number of I/O port buffers at 15
* Synthesized area per cell at 7.53 um2
* Achievable Freq at 0.615 GHz
* Crit path kind: primary input to primary output
* Static Leak at 0.322 nW
* Post-route DRC violation count at 0
* Num ports at 74
* Critical path capture point type: primary output
* Share of cells above drive strength 1 at 54.7%
* Hold wc startpoint: d0[5]
* Area growth syn-to-layout at 111%
* Dominant cell area share at 21.7%
* Worst Setup Slack, final at -327 ps
* 1st-pass router iterations at 4
* Largest net degree at the start of global routing at 8
* Antenna violations before repair at 0
* Die extent in y at 80 um
* Wire length per cell at approximately 9.6 um
* RSZ-0062 raised after global routing: true
* GRT Resource Usage Total at 3.31%
* Critical path launch point: d0[0]
* Arr. time, crit path at 1370 ps
* Synthesized instance count at around 46
* Critical Path RT at around 1000 ps
* Dominant cell type by area after synthesis: ha_1
## power by group
group	total (mW)	leakage [nW]	switching (mW)	internal, mW
logic	0.202	0.322	0.0797	0.122
registers	0	0	0	0
clock network	0	0	0	0
total	0.202	0.322	0.0797	0.122
## worst max-delay path, stage by stage
cell and delay [ps]:
buf_8 80, clkinvlp_4 100, ha_4 230, mux4_2 450, nand2b_4 150, buf_6 100
## layout by cell type, fill, tap and decap left out, types with 2 or more instances in the layout
master,instances
buf_2,6
nor2_1,2
buf_4,11
buf_6,8
mux2i_1,4
inv_4,2
clkdlybuf4s15_1,2
ha_1,2
dlygate4sd2_1,2
o211ai_1,2
conb_1,8
ha_4,4
buf_8,2
nand2_1,3
o21ai_1,2
## logic make-up after synthesis
logic type | count (synthesis) | synth area share (%)
other cells | 2 | 2.17
buf+inv | 14 | 27.1
simple gates | 11 | 15.9
fa+ha+maj | 6 | 21.7
compound gates | 8 | 15.2
mux | 5 | 18.1
## what timing repair did
item                                    4_1_cts  5_1_grt
cloned                                        0        0
endpoints found under the hold margin         0        0
endpoints found under the setup margin        8        8
buffers inserted                              3        3
pin swaps                                    14        5
gates resized                                70        2
## per-layer routing
metal | up-vias | global-route usage [%] | part of all wire (%) | wire length [um]
li1 | 197 | - | - | -
met1 | 190 | 3.84 | 41 | 478
met2 | 9 | 6.42 | 53 | 618
met3 | 0 | 0.568 | 5.5 | 64
met4 | 0 | 0 | 0 | 0
met5 | - | 0 | 0 | 0
## path summary, 6_finish.rpt
check,to,slack (ps),cells after the start
worst max-delay path,segs_n[4],-330,6
worst min-delay path,dp_n,900,3
## layout make-up
| class | instances | area [um2] | area share (%) |
|---|---|---|---|
| multi-input cells | 38 | 355 | 48.6 |
| repair buffers | 33 | 294 | 40.2 |
| well taps | 46 | 57.6 | 7.88 |
| inverters | 4 | 23.8 | 3.25 |
## per-stage QoR
stage	instance area (um2)	power, mW
after detailed placement	607	0.159
after global placement	607	0.158
after CTS	699	0.191
after global routing	731	0.220
after floorplan	385	0.0807
final	731	0.202
Power is estimated from default activity; no workload was simulated.
