**./run.sh**
```bash
#!/bin/bash
# OpenROAD 26Q1-2900-gdf79404cd8, Yosys 0.63+post, stock flow scripts
make -C /OpenROAD-flow-scripts/flow DESIGN_CONFIG=/design/flow/config.mk WORK_HOME=/design/flow/orfs finish
```
**./config.mk**
```make
export PLATFORM = sky130hd
export DESIGN_NAME = sevenseg_ext_top
export DESIGN_NICKNAME = sevenseg_ext_top
export VERILOG_FILES = /design/flow/design.v
export SDC_FILE = /design/flow/constraint.sdc
export NUM_CORES = 4
export LEC_CHECK = 1
export CORE_AREA = 10 10 70 70
export DIE_AREA = 0 0 80 80
```
**./constraint.sdc**
```tcl
current_design sevenseg_ext_top

set clk_period 1.0
set clk_io_pct 0.2

create_clock -name clk0 -period $clk_period

set non_clock_inputs [all_inputs -no_clocks]
set_input_delay [expr $clk_period * $clk_io_pct] -clock clk0 $non_clock_inputs
set_output_delay [expr $clk_period * $clk_io_pct] -clock clk0 [all_outputs]
```
**./design.v**
```verilog
`timescale 1ns / 1ps
module sevenseg_ext_top(input logic [6:0] data,
output logic [6:0] segs_n, output logic dp_n,
output logic [7:0] an_n 
    );
    seven_seg_n mod(.data,.segs_n,.dp_n);
    assign an_n = 8'b11111110;
endmodule
module seven_seg_n(
		 input logic [6:0]  data,
		 output logic [6:0] segs_n ,
		 output logic dp_n  
		 );
 always_comb
 begin
    segs_n = 7'b1111111;
    dp_n = 1'b1;
    if (data[6]) begin
        segs_n = 7'b1111111;
        dp_n = 1'b1;
    end
    else begin
     dp_n = !data[5];
     if (data[4]) begin
        segs_n = 7'b0111111;
     end
     else
       case (data [3:0])      
       4'd0: segs_n = 7'b1000000;
       4'd1: segs_n = 7'b1111001;
       4'd2: segs_n = 7'b0100100;
       4'd3: segs_n = 7'b0110000;
       4'd4: segs_n = 7'b0011001;
       4'd5: segs_n = 7'b0010010;
       4'd6: segs_n = 7'b0000010;
       4'd7: segs_n = 7'b1111000;
       4'd8: segs_n = 7'b0000000;
       4'd9: segs_n = 7'b0010000;
       4'd10: segs_n = 7'b0001000;
       4'd11: segs_n = 7'b0001100;
       4'd12: segs_n = 7'b1000110;  
       4'd15: segs_n = 7'b0001110;  
       default:  segs_n = 7'b1111111;
        endcase
  end
end
endmodule: seven_seg_n
```
==> results.txt <==
The flow run is done. The run finished, with violations left. The checks that failed: setup timing. Maximum number of pins on one net before global-route repair landed at 9. DRC violation count after routing landed at 0. Boundary pin count landed at 23.

Global-route met3 utilization landed at 0.00341. The final timing summary puts the cycle share of the worst path at 1.25. Post-synthesis cell area landed at between 300 and 400 sq um. The design draws approximately 0.29 mW. The synthesized design spends more area on one cell type than any other, namely sky130_fd_sc_hd__ha_1. Sequential cell count landed at 0. The synthesis stats list as the most numerous cell sky130_fd_sc_hd__buf_4.

Data arrival time at the worst-slack endpoint landed at between 1 and 1.5 ns. The wire-length estimate of the detail-placed layout is between 900 and 1000 um. The cell family contributing the most delay on the critical path is AND-OR/OR-AND gates. The number of antenna diodes in the final layout is 0. Cell area after layout landed at about 760 sq um. Row generation in the floorplan step produced 21 rows. Die footprint landed at around 6400 sq um. STA classifies the critical path startpoint as an input port. Yosys reports that the most numerous cell types are 8 x sky130_fd_sc_hd__buf_4, 6 x sky130_fd_sc_hd__ha_1, 5 x sky130_fd_sc_hd__a21oi_1, 5 x sky130_fd_sc_hd__o21ai_1. Traced cell by cell, the critical path runs through buf_12 -> inv_8 -> ha_4 -> a311oi_4 -> o21ai_1 -> buf_2. After detailed routing, the number of vias per cell comes to 3.45. Via count of the first global-routing pass landed at roughly 460. Looking at the critical path, the single cell with the biggest stage delay is sky130_fd_sc_hd__ha_4.

Total global-route track usage over all layers is 0.0420. Summed over all layers, the routed wires come to around 1300 um. Width of the chip landed at roughly 80 um.

Wire length of the first global-routing pass landed at about 2300 um. STA classifies the critical path endpoint as a primary output. Summing over every cut layer, the via total after detailed routing is 414. Worst hold slack across all endpoints landed at 0.772 ns.

Layout overhead on the synthesized area landed at 122%. In the post-route analysis, the smallest setup slack over all paths is -0.245 ns. For reference, the post-synthesis area per instance comes to about 6.8 sq um. In this design, the stage delay of the slowest critical-path cell is ~0.25 ns. Setup repair after global routing could not meet its margin everywhere.

Number of warnings reported in the yosys synthesis log landed at 1. Synthesis produced 50 cells. Sequential area share after synthesis landed at 0. The area fraction of the largest cell type after synthesis is 0.220. Number of violations reported at the end of detailed-routing iteration 0 landed at 3.

In the setup report, the worst path falls into the class input port to primary output. Per the OpenROAD floorplan log, the height of the die is approximately 80 um. Leakage power landed at ~0.3 nW.

In this run the cell area measured after placement is between 500 and 600 sq um. Number of max-capacitance violations reported landed at 0. Yosys mapped the design onto 21 distinct sky130hd cell types. Per the Yosys statistics, synthesis produced around 50 cells. Remaining number of nets flagged by the antenna check after routing landed at 0. Number of cells in the finished layout apart from fillers landed at about 120.

The global router reports that the layer with the highest usage is met1. The layout summary lists the proportion of cells stronger than drive strength 1 as 0.676. Global route total overflow landed at 0. Final tally of hold violations landed at 0.

The tool warning count for the run is 39. For this design the ratio of total power to cell area is 379 nW/um^2. Final critical-path required period landed at 1.25 ns. Per the placement log, port buffering inserted 15 buffers. The number of hold buffers added after CTS was 0. Maximum VDD drop landed at 0.000179 V. Floorplan core density landed at 0.100.

Sum of negative setup slack landed at -1.33 ns. Total of clock buffers placed in the layout landed at 0. Buffer-and-inverter tally for the worst setup path landed at 3. Max-slew violation count landed at 0. The iteration count recorded for the first detailed-route pass is 4. The endpoint of the worst hold path is reported as segs_n[0]. Number of cells after detailed placement landed at between 100 and 150.

The final timing report counts setup violations totalling 7. Data required time of the critical path landed at around 0.80 ns. Global routing met2 resource utilization landed at 0.0626. Per the hold report, the tightest min-delay path originates at data[6]. In this run the standard cell core region covers 3420 sq um. Highest clock rate landed at between 800 and 900 MHz. Final routed wire length divided by cell count landed at ~11 um. The sequential cells in the finished layout cover a total of 0 sq um.

Worst hold path depth landed at 4. The number of antenna violations at the first check in global routing was 0. The min-delay analysis places its worst path in the category input port to primary output. The area recorded from the Yosys report for this design is between 300 and 400 sq um. The global routing report lists met1 layer usage as 0.0646. Top fanout value on the critical path landed at 4. Final weighted congestion in routability-driven placement landed at ~0.74. The synthesis report lists the most area-consuming cells as sky130_fd_sc_hd__ha_1 22%, sky130_fd_sc_hd__buf_4 18%, sky130_fd_sc_hd__a21oi_1 7.3%, sky130_fd_sc_hd__o21ai_1 7.3%, sky130_fd_sc_hd__inv_1 4.4%.
==> where the power goes <==
group / switching, mW / internal [mW]
clock network: 0 / 0
registers: 0 / 0
logic: 0.131 / 0.157
==> final cells by class <==
| class | instances | area [sq um] |
|---|---|---|
| well taps | 46 | 57.6 |
| fillers | 380 | 2660 |
| inverters | 4 | 30.0 |
| multi-input cells | 42 | 405 |
| repair buffers | 28 | 267 |
==> metrics by stage <==
step	utilization	setup WS (ns)
global placement	0.170	-1.05
detailed placement	0.170	-1.08
global route	0.222	-0.287
CTS	0.208	-0.314
finish	0.222	-0.245
floorplan	-	0.00157
==> routing by layer <==
layer	share of wire	wire, um	vias up
met2	0.41	535	19
met3	0.047	62	2
met4	0.011	15	0
met1	0.53	698	189
li1	-	-	204
met5	0	0	-
==> how the worst max path moves through the flow <==
stage	end	slack, ns	from	depth (start not counted)
4_1_cts	segs_n[5]	-0.31	data[1]	6
5_1_grt	segs_n[5]	-0.29	data[0]	6
6_report	segs_n[5]	-0.25	data[0]	6
==> cell usage in the layout, fill, tap and decap left out <==
cell                               n
sky130_fd_sc_hd__o31ai_2           1
sky130_fd_sc_hd__dlygate4sd2_1     2
sky130_fd_sc_hd__ha_1              2
sky130_fd_sc_hd__a21oi_1           2
sky130_fd_sc_hd__o311ai_2          1
sky130_fd_sc_hd__clkdlybuf4s15_2   1
sky130_fd_sc_hd__a21oi_2           2
sky130_fd_sc_hd__o211ai_2          1
sky130_fd_sc_hd__o21ai_2           3
sky130_fd_sc_hd__buf_2            10
sky130_fd_sc_hd__o21ai_1           2
sky130_fd_sc_hd__conb_1            8
sky130_fd_sc_hd__buf_4             5
sky130_fd_sc_hd__buf_12            2
sky130_fd_sc_hd__nor2_1            1
sky130_fd_sc_hd__a31oi_1           1
sky130_fd_sc_hd__and2_1            1
sky130_fd_sc_hd__a311oi_4          1
sky130_fd_sc_hd__ha_4              4
sky130_fd_sc_hd__nor2_2            2
sky130_fd_sc_hd__nand3b_2          1
sky130_fd_sc_hd__inv_2             1
sky130_fd_sc_hd__buf_16            1
sky130_fd_sc_hd__nor3_1            1
sky130_fd_sc_hd__nand2b_1          1
sky130_fd_sc_hd__a22oi_2           1
sky130_fd_sc_hd__nor2_4            1
sky130_fd_sc_hd__inv_1             1
sky130_fd_sc_hd__nand2_2           1
sky130_fd_sc_hd__nor2b_4           1
sky130_fd_sc_hd__inv_8             2
sky130_fd_sc_hd__buf_6             6
sky130_fd_sc_hd__buf_8             1
sky130_fd_sc_hd__nand2_1           2
sky130_fd_sc_hd__a21oi_4           1
==> repair_timing <==
action,in CTS,in global routing
endpoints found under the setup margin,8,7
hold endpoints to repair,0,0
resized,80,12
buffers inserted,4,1
pin swaps,12,7
gates cloned,1,0
==> kinds of logic after synthesis <==
family | after synthesis | synth area share
fa+ha+maj | 6 | 0.220
other cells | 2 | 0.0220
compound gates | 16 | 0.311
simple gates | 12 | 0.179
buf+inv | 14 | 0.267
Power and IR drop assume default switching activity.
