<file path="flow/config.mk">
export PLATFORM = sky130hd
export DESIGN_NAME = FSM_lab04
export DESIGN_NICKNAME = FSM_lab04
export VERILOG_FILES = /design/flow/design.v
export SDC_FILE = /design/flow/constraint.sdc
export NUM_CORES = 4
export LEC_CHECK = 1
export CORE_AREA = 10 10 70 70
export DIE_AREA = 0 0 80 80
</file>
<file path="flow/constraint.sdc">
current_design FSM_lab04

set clk_period 1.2
set clk_io_pct 0.2

create_clock -name clk0 -period $clk_period [get_ports {clk}]

set non_clock_inputs [all_inputs -no_clocks]
set_input_delay [expr $clk_period * $clk_io_pct] -clock clk0 $non_clock_inputs
set_output_delay [expr $clk_period * $clk_io_pct] -clock clk0 [all_outputs]
</file>
<file path="flow/design.v">
`timescale 1ns / 1ps
module FSM_lab04(input logic clk, rst, enb2s, input logic [1:0] in, output logic dsel, c_f );
typedef enum logic [1:0] {
    time_s = 2'd0,
    fah_t = 2'd1,
    cel_t = 2'd2
} states_t;
states_t state, next;
always_ff @ (posedge clk)
    if (rst) state<= time_s;
    else state <= next;
always_comb
 begin 
    dsel = 1'b0;
    c_f = 1'b0;
    next = time_s;
 case(state)
    time_s: begin
        dsel = 1'b0;
        c_f = 1'b0;
        if (enb2s && (in == 2'b11 || in == 2'b01)) next = fah_t;
        else if (enb2s && (in == 2'b10)) next = cel_t;
        else next = time_s;
    end
    fah_t: begin
        dsel = 1'b1;
        c_f = 1'b1;
        if (enb2s && (in == 2'b11 || in == 2'b10)) next = cel_t;
        else if (enb2s && (in == 2'b01)) next = time_s;
        else if(in == 2'b00) next = time_s;
        else next = fah_t;
end
 cel_t: begin
        dsel = 1'b1;
        c_f = 1'b0;
        if (enb2s && (in == 2'b10 || in == 2'b11)) next = time_s;
        else if(in == 2'b00) next = time_s;
        else if(in == 2'b01) next = time_s;
        else next = cel_t;
    end
        endcase
    end
endmodule
</file>
<file path="flow/run.sh">
#!/bin/bash
# OpenROAD 26Q1-2900-gdf79404cd8, Yosys 0.63+post, stock flow scripts
make -C /OpenROAD-flow-scripts/flow DESIGN_CONFIG=/design/flow/config.mk WORK_HOME=/design/flow/orfs finish
</file>
==> summary.txt <==
fresh numbers from the pnr run: status finished, final reports clean, initial antenna violation count 0, TritonCTS buffer count 3, Yosys warning total 1, most frequent cell after synthesis a21oi_1, drt wl/cell 6.58 um, Arrival @ worst endpoint 0.90 ns, remaining antenna violation count after routing 0, Hold Crit Class reg -> reg, critical path startpoint category flop, largest net degree at the start of global routing 6, clock latency on the worst-skew pair 0.23 ns, Fill cells 404, total vias in the final route 172, gpl congestion 0.722, Synth top area share 39.3%, Starting DRT DRC Count 5, fraction of layout cells with a size suffix above 1 37.5%, ys flops 3, syn avg cell area 8.03 um2, Leak 0.120 nW, slowest stage delay, CP 0.33 ns, worst-margin pin slew 0.260 ns, fin. max-slew vios 0, largest registers state (3), most instantiated cells after synthesis a21oi_1, dfxtp_1, o21ai_0, std cell rows 21, Req. time, crit path 0.96 ns, crit-path max FO 4, Final Hold Fails 0, Worst Skew 0.000208 ns, core area 3420 um2, vias in the first global route 203, TritonCTS clock tree done, wirelength, routed 513 um, full die area 6400 um2, synthesized instance count 19, Die Wd 80 um, synth-to-layout area growth 111%, cell total in the yosys stat output 19, Max-Cap Viols 0, Layout Cell Area excl Fill 322 um2, number of inserted diodes 0, top_reg_cell synth dfxtp_1, DRC viols 0, total tool warning count 25, I/O pins 7, WP buf/inv 1, Post-Route Utilization 9.41%, max_slew headroom 82.6%, Clock Sinks 3, max FFs per register 3, CTS max path bufs 2, Netlist Area Pre-Place 153 um2, vias per cell 2.21, sequential area share after synthesis 39.3%, CTS H-tree depth 1, distinct lib cells 11, first-pass GRT wire length 855 um, Initial Util 4.47%, Worst path slowest cell dfxtp_2, setup_tns 0 ns, top cells, area dfxtp_1, a21oi_1, o21ai_0, Power Density 1080 nW/um2, critical path, cell by cell or2_4 -> buf_2, Tcrit/Tclk final 95.0%, CTS clock-pin slew for the worst setup and hold paths 0.04 ns, Die Ht 80 um, Setup crit end kind output pin, Setup violations, final 0, RSZ-0062 raised after global routing false, Peak Freq 877 MHz, IR Drop Worst-Case VDD 0.133 mV, cell family with most CP delay flip-flops, fin crit period 1.14 ns, yosys stat chip area 153 um2, area leader, netlist dfxtp_1, WS Path Type reg -> out, Root Driver clkbuf_4, ys async rst share 0%, EDFF count, synth 0, dpl hpwl 378 um, Post-Place Cell Area 285 um2, TritonRoute pass-1 iters 3, Largest Register state, number of port buffers 6, Total GRT Usage 1.71%, grt total ovfl 0, PnR Total Power 0.346 mW
## power by group
group          switching, mW  total [mW]  internal, mW
logic                 0.0234      0.0595        0.0362
clock network         0.0494       0.174         0.124
registers            0.00514       0.113         0.107
total                 0.0779       0.346         0.268
## through the flow
stage	hold WS (ns)	setup WS (ns)	cells
6_report	0.514	0.0598	78
2_1_floorplan	0.312	0.383	19
5_1_grt	0.538	0.0316	78
3_3_place_gp	0.489	-0.0927	73
4_1_cts	0.512	0.0446	78
3_5_place_dp	0.515	-0.111	73
## what timing repair did
item | in CTS | in global routing
hold buffers | 0 | 0
setup buffers | 1 | 0
hold endpoints to repair | 0 | 0
setup endpoints to repair | 2 | 0
resized | 8 | 0
## cell usage in the layout (no fill, tap or decap)
| cell type | n |
|---|---|
| o21ai_0 | 3 |
| nor2_2 | 1 |
| nand2b_1 | 1 |
| nand3_1 | 1 |
| clkbuf_4 | 3 |
| nor2_1 | 1 |
| dfxtp_2 | 2 |
| inv_1 | 2 |
| dlygate4sd2_1 | 1 |
| buf_6 | 1 |
| a2111oi_2 | 1 |
| dfxtp_1 | 1 |
| o21a_1 | 1 |
| clkbuf_1 | 1 |
| buf_2 | 1 |
| clkdlybuf4s50_1 | 4 |
| or2_4 | 1 |
| buf_4 | 2 |
| a21oi_1 | 4 |
## final timing paths
check	slack (ns)	start	end	cells past startpoint
worst max register to register	0.18	state[2]	state[1]	4
worst max-delay path	0.06	state[1]	dsel	2
worst min register to register	0.51	state[1]	state[1]	2
worst min-delay path	0.51	state[1]	state[1]	2
## cell families after synthesis
logic type,Yosys count,share of synthesized area (%)
simple gates,5,18.0
compound gates,9,37.7
buf+inv,2,4.92
flops,3,39.3
## cell type report
type | count | area [um2] | area share (%)
Multi-Input combinational cell | 14 | 87.6 | 27.2
Clock buffer | 4 | 26.3 | 8.17
Sequential cell | 3 | 62.6 | 19.5
Inverter | 2 | 7.51 | 2.33
Timing Repair Buffer | 9 | 80.1 | 24.9
Tap cell | 46 | 57.6 | 17.9
## worst min-delay path, cell delays in order (launching register included)
cell	delay (ns)
dfxtp_2	0.33
nor2_2	0.09
a2111oi_2	0.05
## layer usage
| layer | global-route usage, % | routed length, um |
|---|---|---|
| met5 | 0 | 0 |
| met4 | 0.704 | 0 |
| met2 | 1.61 | 149 |
| met3 | 1.93 | 101 |
| met1 | 2.19 | 262 |
Power figures rest on the tool's default switching activity, not on a simulated workload.
